--- design.v ---
module fifoBuffer (
    input logic clk,
    input logic nres,
    input logic wr_en, rd_en,
    input logic [7:0] wr_data,
    output logic [7:0] rd_data
);
    parameter int FIFO_DEPTH = 253;
    parameter int ADDR_WIDTH = $clog2(FIFO_DEPTH);
    logic [7:0] mem [0:FIFO_DEPTH-1];
    logic [7:0] out_buffer;
    logic [7:0] out_data;
    logic [ADDR_WIDTH-1:0] rd_ptr, wr_ptr;
    always_ff @(posedge clk) begin
        if (!nres)
            wr_ptr <= 0;
        else begin
            if (wr_en) begin
                if (wr_ptr == 8'b11111100) begin  
                    mem[wr_ptr] <= wr_data;
                    wr_ptr <= 0;
                end
                else begin
                    mem[wr_ptr] <= wr_data;
                    wr_ptr <= wr_ptr + 1; 
                end
            end
        end
    end
    always_ff @(posedge clk) begin
        if (!nres)
            rd_ptr <=0;
        else begin
            if (rd_en) begin
                if (rd_ptr == 8'b11111100) begin  
                    out_data <= mem[rd_ptr];
                    rd_ptr <= 0;
                end
                else begin
                    out_data <= mem[rd_ptr];
                    rd_ptr <= rd_ptr + 1;
                end
            end
        end   
    end
    always_comb begin
        rd_data = out_data;
    end
endmodule
--- run.sh ---
#!/bin/bash
# OpenROAD 26Q1-2900-gdf79404cd8, Yosys 0.63+post, stock flow scripts
make -C /OpenROAD-flow-scripts/flow DESIGN_CONFIG=/design/flow/config.mk WORK_HOME=/design/flow/orfs finish
--- config.mk ---
export PLATFORM = sky130hd
export DESIGN_NAME = fifoBuffer
export DESIGN_NICKNAME = fifoBuffer
export VERILOG_FILES = /design/flow/design.v
export SDC_FILE = /design/flow/constraint.sdc
export NUM_CORES = 4
export LEC_CHECK = 1
export CORE_UTILIZATION = 40
--- constraint.sdc ---
current_design fifoBuffer

set clk_period 23.8
set clk_io_pct 0.2

create_clock -name clk0 -period $clk_period [get_ports {clk}]

set non_clock_inputs [all_inputs -no_clocks]
set_input_delay [expr $clk_period * $clk_io_pct] -clock clk0 $non_clock_inputs
set_output_delay [expr $clk_period * $clk_io_pct] -clock clk0 [all_outputs]
==> flow_summary.json <==
{
  "status": "finished clean",
  "rrSetupSlack_ps": 17610,
  "hp-class": "register to register",
  "switchingPower_mw": 1.621,
  "clock_skew_ps": 60.36,
  "drc": 0,
  "most-common-layout-cells": "edfxtp_1, mux4_2, nor2_1",
  "fp_util_pct": 40.37,
  "critPathMaxStageDelay_ps": 780,
  "start_kind": "input pin",
  "cts_hold_buf": 0,
  "root_buffer": "clkbuf_16",
  "grt_pass1_vias": 44609,
  "warnings": 30,
  "tightest_slew_ps": 1031,
  "power_mw": 7.509,
  "cp.required_ps": 24260,
  "cap_violations": 0,
  "path_cells": "clkdlybuf4s50_1 > and2_1 > buf_4 > nand3_1 > buf_4 > nor2_1",
  "ff_type": "edfxtp_1",
  "post-route-util_pct": 45.26,
  "fillCellCount": 16312,
  "drtIter0Drc": 2752,
  "track_usage_pct": 24.50,
  "logic_area_sq_um": 17080,
  "synth_cells": 3879,
  "fin_crit_ps": 7368,
  "synth.distinct_cells": 70,
  "cts_tree": "yes",
  "p_per_area_nw_per_um2": 83.86,
  "cts_setup_buffers": 0,
  "clock_path_buffers": 3,
  "fin_setup_tns_ps": 0,
  "p_clk_share_pct": 41.2,
  "pwr-share-seq_pct": 52.9,
  "p_leak_nw": 26.85,
  "slew_headroom_pct": 31.30,
  "drive_gt1_share_pct": 22.00,
  "drt-wirelength-per-cell_um": 32.71,
  "path_class": "input pin to register",
  "worstSkewPairLatency_ps": 850,
  "fp.dieW_um": 448.9,
  "antenna_found_initial": 5,
  "p_sw_share_pct": 21.59,
  "setup_ws_ps": 16430,
  "synth-async-reset-ratio_pct": 0,
  "core_area_sq_um": 197800,
  "slew_violations": 0,
  "slowest_stage": "clkdlybuf4s50_1",
  "area_growth_pct": 12.11,
  "edf_count": 2032,
  "fin_crit_sh_pct": 30.96,
  "drtAntennaViolNets": 0,
  "setup_viol": 0,
  "dp_hpwl_um": 140000,
  "p_int_mw": 5.888,
  "die_area_sq_um": 201500,
  "worst_ep_arrival_time_ps": 7830,
  "ys_warn_count": 1,
  "seq_area_sq_um": 61360,
  "vias": 39632,
  "p_comb_share_pct": 5.9,
  "synth_area_per_cell_sq_um": 20.59,
  "numSynthFlops": 2048,
  "grt-ovfl-total": 0,
  "hold_viol_final": 0,
  "cts.clk_slew.worst_paths_ps": 60,
  "postSynthSeqShare_pct": 76.80,
  "synth.cell_area_sq_um": 79870,
  "ir_drop_mv": 0.06439,
  "fp-row-count": 163,
  "grt_start_max_net_pins": 95,
  "cts-htree-levels": 4,
  "yosys-stat-area_sq_um": 79870,
  "portBuffers": 19,
  "cts_resized": 0,
  "ys_cells": 3879,
  "ioPinCount": 20,
  "routed_via_density": 5.831,
  "fmax_mhz": 135.7,
  "cts_made_buffers": 193,
  "grt_pass1_wl_um": 318700,
  "die_y_um": 448.9,
  "worstPathMaxFanout": 16,
  "end_kind": "register",
  "dr.pass1.iters": 6,
  "place_ws_ps": 15590,
  "rsz0062_at_grt": "false",
  "drt-total-wl_um": 222400,
  "cpMostUsedCell": "buf_4",
  "numClockSinks": 2048,
  "lay_top_count": "edfxtp_1",
  "gp_congestion": 0.9544
}
==> cells by family after synthesis <==
group / Yosys count / share of synthesized area, %
compound gates: 352 / 3.099
simple gates: 585 / 3.111
buf+inv: 250 / 1.870
mux: 626 / 14.90
flops: 2048 / 76.80
xor+xnor: 12 / 0.1316
fa+ha+maj: 6 / 0.09399
==> registers in the layout (all words and copies together), names as in the netlist <==
signal    count
mem        2024
wr_ptr        8
out_data      8
rd_ptr        8
==> Yosys cell counts (9+ instances only) <==
cell type	instances	area share, %
o221ai_1	19	0.21
buf_6	30	0.42
a221oi_1	42	0.46
nor3_1	21	0.13
a31oi_1	20	0.16
o211ai_1	11	0.10
o21ai_0	24	0.15
nor2_1	301	1.4
buf_4	19	0.18
a21oi_1	82	0.51
nand2_1	139	0.65
nand4_1	9	0.070
a22o_1	12	0.13
buf_2	69	0.43
mux2i_1	171	2.1
nor2b_1	23	0.18
a22oi_1	48	0.45
dfxtp_1	16	0.40
buf_1	10	0.047
mux4_2	443	12
clkbuf_1	100	0.47
o22ai_1	28	0.22
edfxtp_1	2032	76
nand3_1	54	0.34
a211oi_1	22	0.21
==> metal layers <==
metal / track usage [%] / wire [um] / part of all wire (%) / up-vias
li1: - / - / - / 16323
met1: 28.84 / 70320 / 32 / 19767
met2: 34.47 / 101300 / 46 / 3088
met3: 19.56 / 40090 / 18 / 438
met4: 8.426 / 10120 / 4.6 / 16
met5: 1.799 / 540 / 0.24 / -
==> worst paths after layout <==
kind / from / to / depth (start not counted)
max: wr_en / mem[103][0]$_DFFE_PP_ / 6
min: wr_ptr[1]$_SDFFE_PN0P_ / wr_ptr[1]$_SDFFE_PN0P_ / 2
max reg2reg: rd_ptr[0]$_SDFFE_PN0P_ / out_data[1]$_DFFE_PP_ / 13
min reg2reg: wr_ptr[1]$_SDFFE_PN0P_ / wr_ptr[1]$_SDFFE_PN0P_ / 2
==> power groups by stage <==
| stage | Combinational [mW] | Clock [mW] | Sequential (mW) |
|---|---|---|---|
| CTS | 0.447 | 3.14 | 3.97 |
| finish | 0.445 | 3.09 | 3.97 |
| global route | 0.471 | 3.27 | 3.97 |
==> cell type report <==
class,instances,area share (%)
diodes,3,0.008384
clock buffers,228,5.636
clock inverters,122,1.501
inverters,8,0.03633
multi-input cells,1581,19.08
flip-flops and latches,2048,68.52
well taps,2640,3.689
repair buffers,167,1.529
==> worst max-delay path, delay by kind of cell <==
family | cells | cell delay [ps]
buffers and inverters | 3 | 1550
AND/OR/NAND/NOR | 3 | 1480
==> per-stage QoR <==
stage,cell area (sq um),hold slack [ps],cells
floorplan,79870,541.3,3879
global placement,83140,580.9,6444
detailed placement,83140,592.9,6444
CTS,89530,607.0,6794
global route,89540,650.0,6796
finish,89540,608.6,6797
Power figures rest on the tool's default switching activity, not on a simulated workload.
