File: design.v
module d_flipflop(
    input logic clk, nres,
    input logic [7:0] D,
    output logic [7:0] Q
);
always_ff @(posedge clk) begin
    if (!nres)
        Q <= 8'b00000000;
    else
        Q <= D;        
end
endmodule
File: run.sh
#!/bin/bash
# OpenROAD 26Q1-2900-gdf79404cd8, Yosys 0.63+post, stock flow scripts
make -C /OpenROAD-flow-scripts/flow DESIGN_CONFIG=/design/flow/config.mk WORK_HOME=/design/flow/orfs finish
File: config.mk
export PLATFORM = sky130hd
export DESIGN_NAME = d_flipflop
export DESIGN_NICKNAME = d_flipflop
export VERILOG_FILES = /design/flow/design.v
export SDC_FILE = /design/flow/constraint.sdc
export NUM_CORES = 4
export LEC_CHECK = 1
export CORE_AREA = 10 10 70 70
export DIE_AREA = 0 0 80 80
File: constraint.sdc
current_design d_flipflop

set clk_period 1.0
set clk_io_pct 0.2

create_clock -name clk0 -period $clk_period [get_ports {clk}]

set non_clock_inputs [all_inputs -no_clocks]
set_input_delay [expr $clk_period * $clk_io_pct] -clock clk0 $non_clock_inputs
set_output_delay [expr $clk_period * $clk_io_pct] -clock clk0 [all_outputs]
==> Changelog: implementation <==
### Metrics

- Status: completed
- M1 GR Usage: 1.48%
- Warnings, synthesis: 1
- Final Hold Fails: 0
- Drt drc: 0
- Final Cycle Share: 97.2%
- Ys cells: 16
- GRT Total Usage: about 2.0%
- CTS Root Cell: clkbuf_4
- Slew headroom: between 80% and 90%
- Post-Synthesis Cells: 16
- Site Rows: 21
- Routed wire length: about 660 um
- Unrepaired setup endpoints after global routing: false
- Largest net degree at the start of global routing: 9
- Antenna fix cells: 0
- Critical path type: reg -> out
- Layout cell share with drive strength beyond 1: ~17%
- Initial antenna violation count: 0
- Setup TNS: 0 ns
- Die x size: about 80 um
- Initial DRC Count: 1
- Syn-to-layout area delta: 118%
- Met2 usage: under 10%
- Num CTS Buffers: 3
- Setup crit end kind: primary output
- Core Area: roughly 0.0034 sq mm
- Mean Syn Cell Area: about 13 sq um
- CP required: roughly 0.80 ns
- Cell taking the most area after synthesis: dfxtp_1
- Cell area after layout: approximately 460 sq um
- Top-level I/O count: 18
- Post-synth area hogs: dfxtp_1 76%, and2_1 24%
- Max stage delay on crit path: roughly 0.3 ns
- PortBufs: 17
- Met3 Resource Use GR: less than 1%
- Top cell type's share of synthesized area: between 70% and 80%
- Setup Buffers After CTS: 0
- Area after DPL: approximately 440 sq um
- Routability-driven placement congestion ratio: between 0.6 and 0.7
- Leakage power: ~0.19 nW
- Detailed Routing Iterations Pass 1: 2
- Max-slew violation count: 0
- YS chip area: ~210 sq um
- Cells after DPL: between 70 and 80
- Buf/Inv on CP: 1
- Arrival time at the worst endpoint: about 0.77 ns
- Family with the most delay on the worst path: flip-flops
- Fin worst setup slack: ~0.028 ns
- Fmax: between 1000 and 1500 MHz
- CP max-delay cell: dfxtp_2
- Synthesized area: approximately 210 sq um
- Place WS: -0.0335 ns
- First-pass GRT wire length: 952 um
- Post-synthesis sequential area ratio: between 70% and 80%
- Setup violators final: 0
- Routed len/inst: just over 8 um
- Cell Pwr Density: around 1400 mW/mm^2
- Peak supply drop: 0.000199 V
- Max clock buf depth: 2
- Grt total ovfl: 0
- DR vias: between 150 and 200
- Vias in the first global route: between 150 and 200
- CTS tree: yes
- Slew @ Worst Pin: 0.189 ns
- Tool warnings: 25
- Ys flops: 8
- Unique cell types: 2
- Post-route minimum period: ~0.97 ns
- Number of H-tree levels: 1
- Max-cap violations: 0
- Worst path cell trace: dlygate4sd2_1
- Vias per cell: about 2.2
- CP Launch Type: flop
- GR peak layer: met2
- Hold Path Class: in -> reg
- Top Registers: Q x8
- Initial core utilization: between 6 and 7%
- Clk pin slew, worst setup/hold paths: about 0.05 ns
- Fillcell total: slightly below 400
- Sequential cell area: approximately 160 sq um
- Max reg flops: 8
- Worst-path fanout max: 1
- Die H: ~80 um
- Non-Filler Instances: between 80 and 90
- Comb. cell area: about 50 sq um
- Top reg by flops: Q
- Final ANT Viol Nets: 0
- Hold buffers post-CTS: 0
- Die area: 0.00640 sq mm
- TritonCTS Sinks: 8
## layout by cell type, fill, tap and decap left out
cell type	n
and2_1	8
clkbuf_4	3
clkdlybuf4s15_1	3
clkdlybuf4s50_1	9
dfxtp_1	5
dfxtp_2	3
dlygate4sd2_1	5
## cells by family after synthesis
family / count (synthesis) / share of synthesized area (%)
and+or+nand+nor: 8 / 23.8
DFF: 8 / 76.2
## synthesized netlist by cell type
library cell,n
and2_1,8
dfxtp_1,8
## layer usage
metal	vias up	wire (um)
li1	89	-
met1	77	174
met2	7	423
met3	4	26
met4	0	39
met5	-	0
## through the flow
stage	util [%]	hold slack [ns]	power, mW
5_1_grt	13.4	0.513	0.667
2_1_floorplan	-	0.322	0.353
6_report	13.4	0.523	0.633
3_5_place_dp	12.8	0.779	0.426
3_3_place_gp	12.8	0.774	0.426
4_1_cts	13.3	0.513	0.649
## timing repair
action | in CTS | in global routing
resized | 10 | 4
pin swaps | 0 | 0
setup endpoints to repair | 8 | 3
cloned | 0 | 0
## final cells by class
type / count / share of cell area (%)
Multi-Input combinational cell: 8 / 10.9
Sequential cell: 8 / 35.8
Timing Repair Buffer: 17 / 35.8
Tap cell: 46 / 12.6
Clock buffer: 3 / 4.92
## report_power, final
part / switching, mW / internal (mW) / total (mW)
combinational: 0.0120 / 0.0547 / 0.0666
clock: 0.0888 / 0.136 / 0.225
sequential: 0.00387 / 0.338 / 0.342
## final timing paths
check | slack [ns] | cells past startpoint | from | endpoint
max | 0.03 | 1 | Q[3] | Q[3]
min | 0.52 | 2 | D[6] | Q[6]
No activity file was given, so power comes from the tool's default toggle rates.
